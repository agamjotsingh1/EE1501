[config.mk]
export PLATFORM = sky130hd
export DESIGN_NAME = ripple_adder_nand
export DESIGN_NICKNAME = ripple_adder_nand
export VERILOG_FILES = /design/flow/design.v
export SDC_FILE = /design/flow/constraint.sdc
export NUM_CORES = 4
export LEC_CHECK = 1
export CORE_AREA = 10 10 70 70
export DIE_AREA = 0 0 80 80
export SYNTH_HDL_FRONTEND = slang
[constraint.sdc]
current_design ripple_adder_nand

set clk_period 2.9
set clk_io_pct 0.2

create_clock -name clk0 -period $clk_period

set non_clock_inputs [all_inputs -no_clocks]
set_input_delay [expr $clk_period * $clk_io_pct] -clock clk0 $non_clock_inputs
set_output_delay [expr $clk_period * $clk_io_pct] -clock clk0 [all_outputs]
[design.v]
`timescale 1ns/1ns
module ripple_adder_nand (
    input [3:0] a,
    input [3:0] b,
    input cin,
    output [3:0] sum,
    output cout
);
    wire cout1, cout2, cout3;
    full_adder_nand adder1(.a(a[0]), .b(b[0]), .cin(cin), .sum(sum[0]), .cout(cout1));
    full_adder_nand adder2(.a(a[1]), .b(b[1]), .cin(cout1), .sum(sum[1]), .cout(cout2));
    full_adder_nand adder3(.a(a[2]), .b(b[2]), .cin(cout2), .sum(sum[2]), .cout(cout3));
    full_adder_nand adder4(.a(a[3]), .b(b[3]), .cin(cout3), .sum(sum[3]), .cout(cout));
endmodule
module full_adder_nand (
    input a,
    input b,
    input cin,
    output sum,
    output cout
);
    wire ab_xor;
    xor_nand xor_gate1(a, b, ab_xor);
    xor_nand xor_gate2(ab_xor, cin, sum);
    wire and1, and2, and3, or1;
    and_nand and_gate1(a, b, and1);
    and_nand and_gate2(cin, a, and2);
    and_nand and_gate3(cin, b, and3);
    or_nand or_gate1(and1, and2, or1);
    or_nand or_gate2(and3, or1, cout);
endmodule
module xor_nand (
    input a,
    input b,
    output out
);
    wire ab_nand, a_ab_nand, b_ab_nand;
    nand #1(ab_nand, a, b);
    nand #1(a_ab_nand, ab_nand, a);
    nand #1(b_ab_nand, ab_nand, b);
    nand #1(out, a_ab_nand, b_ab_nand);
endmodule
module and_nand (
    input a,
    input b,
    output out
);
    wire ab_nand;
    nand #1(ab_nand, a, b);
    nand #1(out, ab_nand, ab_nand);  
endmodule
module or_nand (
    input a,
    input b,
    output out
);
    wire ab_nand, a_not, b_not;
    nand #1(a_not, a, a);  
    nand #1(b_not, b, b);  
    nand #1(out, a_not, b_not);
endmodule
[run.sh]
#!/bin/bash
# OpenROAD 26Q1-2900-gdf79404cd8, Yosys 0.63+post, stock flow scripts
make -C /OpenROAD-flow-scripts/flow DESIGN_CONFIG=/design/flow/config.mk WORK_HOME=/design/flow/orfs finish
==> impl_metrics.env <==
# physical design summary
export IMPL_io_pins=14
export IMPL_grt_max_degree=2
export IMPL_holdWs_ps=1910
export IMPL_die_area_mm2=0.00640
export IMPL_overflow=0
export IMPL_syn2layout_area_growth_pct=116
export IMPL_drcViolationCount=0
export IMPL_p_leak_nw=0.141
export IMPL_worst_pin_slew_ps=101
export IMPL_finalCriticalPeriod_ps=2810
export IMPL_yosysUniqueCellTypes=3
export IMPL_track_usage_pct=1.21
export IMPL_yosysWarningCount=0
export IMPL_final_setup_worst_slack_ps=94.6
export IMPL_crit_end="sum[3]"
export IMPL_ff_count=0
export IMPL_top_layer="met3"
export IMPL_finalPower_mw=0.0456
export IMPL_io_buffers=14
export IMPL_yosys_area_um2=148
export IMPL_crit_arrival_ps=2230
export IMPL_grt_first_pass_wirelength_um=607
export IMPL_critPathKind="input port to output pin"
export IMPL_core_mm2=0.00342
export IMPL_maxSlewHeadroom_pct=93.2
export IMPL_dr_pass1_iters=1
export IMPL_finalHoldViolCount=0
export IMPL_syn_inst=18
export IMPL_first_iter_violations=0
export IMPL_wirelength_um=414
export IMPL_post_dp_hpwl_um=408
export IMPL_status="completed"
export IMPL_cp_startpoint="cin"
export IMPL_antenna_found_initial=0
export IMPL_cts_hold_buf=0
export IMPL_rows=21
export IMPL_crit_path_max_fanout=1
export IMPL_cp_end_kind="output pin"
export IMPL_place_area_um2=315
export IMPL_wl_met2_um=85
export IMPL_met3_length_um=84
export IMPL_drv_cap=0
export IMPL_fin_setup_tns_ps=0
export IMPL_initial_core_util_pct=4.32
export IMPL_grt_pass1_vias=145
export IMPL_finalMaxSlewViolations=0
export IMPL_lay_top_count="clkdlybuf4s50_1"
export IMPL_timing_fmax_ghz=0.356
export IMPL_warnings=33
export IMPL_postSynthSeqShare_pct=0
export IMPL_drive_gt1_share_pct=42.9
export IMPL_post_cts_buffers=0
export IMPL_seq_area_um2=0
export IMPL_diodes=0
export IMPL_finalSetupViolations=0
export IMPL_avgSynthCellArea_um2=8.20
export IMPL_ant_nets=0
export IMPL_wl_per_cell_um=5.59
export IMPL_final_layout_top_logic_cells="clkdlybuf4s50_1 (6), inv_1 (5), inv_2 (4), dlygate4sd2_1 (4)"
export IMPL_met1_length_um=244
export IMPL_fillers=403
export IMPL_viasPerCell=1.70
export IMPL_die_w_um=80
export IMPL_die_y_um=80
export IMPL_gp_congestion=0.788
export IMPL_ys_cells=18
export IMPL_rsz0062_at_grt="true"
export IMPL_ir_drop_mv=0.0373
export IMPL_clock_buffers=0
export IMPL_hp_class="input port to output pin"
export IMPL_period_used_pct=96.7
export IMPL_required_ps=2320
export IMPL_vias=126
export IMPL_final_design_area_no_fill_um2=319
export IMPL_startpoint_type="input port"
export IMPL_synthesis_area_um2=148
export IMPL_cellPowerDensity_mw_per_mm2=143
export IMPL_dp_slack_ps=-726
## power breakdown
group          internal (mW)  leakage, nW  switching (mW)
Combinational         0.0307        0.141          0.0148
Sequential                 0            0               0
Clock                      0            0               0
Total                 0.0307        0.141          0.0148
## worst max-delay path, stage by stage
cell   delay, ps
buf_6         90
inv_4         40
fa_2         190
inv_2         40
fa_2         350
fa_2         340
inv_2         60
fa_1         390
inv_1         60
buf_2         80
## Yosys cell counts
master,instances,area [um2]
buf_4,4,30.0
inv_1,10,37.5
fa_1,4,80.1
## stage by stage
step           utilization (%)  cells
2_1_floorplan                -     18
3_3_place_gp              9.23     74
3_5_place_dp              9.23     74
4_1_cts                   9.08     74
5_1_grt                   9.34     74
6_report                  9.34     74
## cell families after synthesis
| family | after synthesis | share of synthesized area [%] |
|---|---|---|
| buf+inv | 14 | 45.8 |
| fa+ha+maj | 4 | 54.2 |
## routing by layer
metal  global-route usage (%)  vias to the layer above
li1                         -                       60
met1                     2.13                       52
met2                     1.04                       14
met3                    0.795                        0
met4                        0                        0
met5                        0                        -
## repair_timing
| item | CTS | global route |
|---|---|---|
| pin swaps | 4 | 4 |
| resized | 26 | 2 |
| setup endpoints to repair | 4 | 1 |
## worst min-delay path by stage
| stage | start | endpoint | slack (ps) | cells past startpoint |
|---|---|---|---|---|
| finish | b[3] | sum[3] | 1910 | 5 |
| global route | b[0] | sum[0] | 1950 | 5 |
| CTS | b[3] | sum[3] | 1910 | 5 |
## layout make-up
cell class	count	area [um2]	share of cell area, %
Tap cell	46	57.6	18.0
Multi-Input combinational cell	4	87.6	27.5
Inverter	10	40.0	12.5
Timing Repair Buffer	14	134	42.0
No activity file was given, so power comes from the tool's default toggle rates.
