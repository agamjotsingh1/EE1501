===== flow/run.sh =====
#!/bin/bash
# OpenROAD 26Q1-2900-gdf79404cd8, Yosys 0.63+post, stock flow scripts
make -C /OpenROAD-flow-scripts/flow DESIGN_CONFIG=/design/flow/config.mk WORK_HOME=/design/flow/orfs finish

===== flow/config.mk =====
export PLATFORM = sky130hd
export DESIGN_NAME = conv
export DESIGN_NICKNAME = conv
export VERILOG_FILES = /design/flow/design.v
export SDC_FILE = /design/flow/constraint.sdc
export NUM_CORES = 4
export LEC_CHECK = 1
export CORE_UTILIZATION = 50
export SYNTH_HDL_FRONTEND = slang

===== flow/constraint.sdc =====
current_design conv

set clk_period 10.5
set clk_io_pct 0.2

create_clock -name clk0 -period $clk_period

set non_clock_inputs [all_inputs -no_clocks]
set_input_delay [expr $clk_period * $clk_io_pct] -clock clk0 $non_clock_inputs
set_output_delay [expr $clk_period * $clk_io_pct] -clock clk0 [all_outputs]

===== flow/design.v =====
module conv(
    input [3:0] x[7:0],
    input [3:0] h[7:0],
    output reg [3:0] y[14:0]
);
    always @(*) begin
        for (integer i = 0; i < 15; i = i + 1) y[i] = 0;
        for(integer i = 0; i < 8; i = i + 1) begin
            for(integer j = 0; j < 8; j = j + 1) begin
                y[i + j] = y[i + j] + x[i]*h[j];
            end
        end
    end
endmodule

==> qor.tcl <==
set qor(worst_pin_slew_ns) 0.804
set qor(std_cell_rows) 63
set qor(initial_antenna_violation_count) 1
set qor(detailedPlacementHpwl_mm) 37.4
set qor(internal-power_mw) 1.84
set qor(floorplan.core_area_mm2) 0.0299
set qor(final.clkbuf_count) 0
set qor(first_global_vias) 12700
set qor(power.static_leakage_nw) 8.41
set qor(grt_use_total_pct) 34.5
set qor(port-buffer-count) 124
set qor(power.switching_fraction_pct) 41.6
set qor(endpoint_kind) {output pin}
set qor(rsz_0062_raised_after_global_routing) {no}
set qor(critical_path_peak_fanout) 14
set qor(power_switching_mw) 1.31
set qor(drive_gt1_share_pct) 5.37
set qor(drtIter0Drc) 821
set qor(n_sequential_cell) 0
set qor(yosys_cells) 1884
set qor(maximum_number_of_pins_on_one_net_before_global_route_repair) 32
set qor(power_density_mw_per_mm2) 180
set qor(detailedPlace.worstSlack_ns) 0.161
set qor(worstPathRequired_ns) 8.40
set qor(yosys.area_share.simple_pct) 21.5
set qor(setup_violation_total_in_the_final_timing_report) 0
set qor(die_w_um) 177
set qor(post_synth_main_logic_family) {adder cells}
set qor(worst-endpoint-arrival_ns) 8.16
set qor(layout-area-overhead-vs-synth_pct) 14.4
set qor(floorplan.die_area_mm2) 0.0314
set qor(synth_area_mm2) 0.0153
set qor(final_common_cell) {sky130_fd_sc_hd__xnor2_1}
set qor(gr-total-overflow) 0
set qor(gp_congestion) 1.00
set qor(hold_endpoint) {y[0]}
set qor(drt.antenna.violating_nets) 0
set qor(openroad.warnings) 32
set qor(fin_ws_ns) 0.236
set qor(synth-warning-count) 0
set qor(finalCriticalPeriod_ns) 10.26
set qor(seqCellArea_um2) 0
set qor(max_frequency_mhz) 97.4
set qor(hp-class) {input pin to output pin}
set qor(finalCritPeriodShare_pct) 97.8
set qor(grtUsageMet2_pct) 48.6
set qor(hold_buffers) 0
set qor(drc_errors) 0
set qor(layout_top_cells_excl_fill_tap) {sky130_fd_sc_hd__xnor2_1, sky130_fd_sc_hd__and2_1, sky130_fd_sc_hd__nand2_1}
set qor(hold_viol_final) 0
set qor(dieHeight_um) 177
set qor(hold_path_depth) 4
set qor(synth_cells) 1884
set qor(max-slew-margin-rel_pct) 46.3
set qor(setup-tns-final_ns) 0
set qor(ys_sh_adder_pct) 42.5
set qor(result_of_the_run) {complete, no violations}
set qor(numPlacedInstances) 2376
set qor(ys_chip_area_mm2) 0.0153
set qor(holdCritStartpoint) {h[0]}
set qor(ios) 124
set qor(use_met1_pct) 51.3
set qor(vdd.ir_drop.worst_uv) 172
set qor(grt_first_pass_wirelength_mm) 76.8
set qor(fin_cells) 2384
set qor(synth.cellmix.xorXnorShare_pct) 27.1
set qor(drv_cap) 0
set qor(synth.distinct_cells) 21
set qor(totalWireLength_mm) 49.9
set qor(dr.pass1.iters) 5
set qor(crit_path_start_kind) {input pin}
set qor(global_route_layer_with_the_greatest_usage) {met1}
set qor(routed_wire_length_per_instance_um) 20.9
set qor(viasPerCell) 5.20
set qor(critPathKind) {input pin to output pin}
set qor(slew_viol_final) 0
set qor(mux_share_pct) 0.220
set qor(detailroute.via_count) 12400
set qor(grt_use_met3_pct) 14.1
set qor(yosys.area_share.aoi_pct) 0.0571
set qor(postLayoutCellArea_mm2) 0.0175
set qor(ys_seq_share_pct) 0
set qor(post_synth.cell_area_avg_um2) 8.14
set qor(postPlaceCellArea_mm2) 0.0175
set qor(core_util_floorplan_pct) 51.4
-- per-layer routing --
metal | routed length, um | part of all wire (%) | vias up
li1 | - | - | 5850
met1 | 22300 | 45 | 5842
met2 | 20200 | 40 | 628
met3 | 6470 | 13 | 67
met4 | 889 | 1.8 | 0
met5 | 0 | 0 | -
-- worst max-delay path by stage --
stage,from,endpoint,slack (ns),cells past startpoint
finish,x[21],y[31],0.24,19
global route,h[12],y[27],0.006,21
CTS,x[12],y[31],0.13,20
-- kinds of logic after synthesis --
kind of cell / Yosys count
multiplexers: 3
AND-OR/OR-AND: 1
buffers and inverters: 330
XOR/XNOR: 466
AND/OR/NAND/NOR: 651
adder cells (fa/ha/maj): 433
-- per-stage QoR --
step,utilization (%),power (mW),hold WS [ns]
CTS,58.4,3.17,5.58
global route,58.7,3.51,5.29
floorplan,-,1.77,4.44
global placement,58.4,3.14,5.55
finish,58.7,3.16,5.25
detailed placement,58.4,3.14,5.57
-- cell type report --
type | count | area [um2]
repair buffers | 223 | 2220
diodes | 3 | 7.51
fillers | 2727 | 12300
inverters | 214 | 803
multi-input cells | 1554 | 14000
well taps | 390 | 488
-- power groups by stage --
| stage | logic (mW) | clock network, mW | registers (mW) |
|---|---|---|---|
| after CTS | 3.17 | 0 | 0 |
| after global routing | 3.51 | 0 | 0 |
-- timing repair --
action,in CTS,in global routing
endpoints found under the setup margin,0,5
gates resized,0,10
setup buffers,0,4
-- worst max-delay path, stage by stage --
cell and delay, ns:
sky130_fd_sc_hd__clkdlybuf4s50_1 0.70, sky130_fd_sc_hd__buf_6 0.26, sky130_fd_sc_hd__and2_1 0.18, sky130_fd_sc_hd__fa_1 0.40
sky130_fd_sc_hd__ha_1 0.29, sky130_fd_sc_hd__ha_1 0.28, sky130_fd_sc_hd__inv_1 0.05, sky130_fd_sc_hd__fa_1 0.47
sky130_fd_sc_hd__fa_1 0.58, sky130_fd_sc_hd__fa_1 0.43, sky130_fd_sc_hd__fa_1 0.46, sky130_fd_sc_hd__fa_1 0.38
sky130_fd_sc_hd__xor2_1 0.16, sky130_fd_sc_hd__xnor2_1 0.19, sky130_fd_sc_hd__xnor2_1 0.15, sky130_fd_sc_hd__xnor2_1 0.16
sky130_fd_sc_hd__xnor2_1 0.17, sky130_fd_sc_hd__xnor3_1 0.33, sky130_fd_sc_hd__clkdlybuf4s50_1 0.41
-- cells in the mapped netlist --
library cell,number,share of area [%]
sky130_fd_sc_hd__and2_1,336,14
sky130_fd_sc_hd__xnor2_1,380,22
sky130_fd_sc_hd__clkbuf_2,9,0.29
sky130_fd_sc_hd__clkbuf_1,70,1.7
sky130_fd_sc_hd__nand2_1,305,7.5
sky130_fd_sc_hd__inv_1,214,5.2
sky130_fd_sc_hd__xnor3_1,5,0.73
sky130_fd_sc_hd__mux2_2,3,0.22
sky130_fd_sc_hd__xnor2_2,1,0.11
sky130_fd_sc_hd__nand2b_1,2,0.082
sky130_fd_sc_hd__fa_1,146,19
sky130_fd_sc_hd__ha_1,287,23
sky130_fd_sc_hd__nor2b_1,1,0.041
sky130_fd_sc_hd__buf_6,2,0.15
sky130_fd_sc_hd__nand2_2,2,0.082
sky130_fd_sc_hd__buf_2,28,0.91
sky130_fd_sc_hd__a32oi_1,1,0.057
sky130_fd_sc_hd__xor2_1,80,4.6
sky130_fd_sc_hd__nor2_1,2,0.049
sky130_fd_sc_hd__nand3_1,3,0.098
sky130_fd_sc_hd__buf_4,7,0.34
Power is estimated from default activity; no workload was simulated.
