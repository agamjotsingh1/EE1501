### ./design.v
module loop_adder (
    input [7:0] a,
    input [7:0] b,
    input cin,
    output reg [7:0] sum,
    output reg cout
);
    always @(*) begin
        cout = cin;
        for (integer i = 0; i < 8; i = i + 1) begin
            sum[i] = a[i] ^ b[i] ^ cout;
            cout = (a[i] & b[i]) | (cout & a[i]) | (cout & b[i]);
        end
    end
endmodule
### ./run.sh
#!/bin/bash
# OpenROAD 26Q1-2900-gdf79404cd8, Yosys 0.63+post, stock flow scripts
make -C /OpenROAD-flow-scripts/flow DESIGN_CONFIG=/design/flow/config.mk WORK_HOME=/design/flow/orfs finish
### ./config.mk
export PLATFORM = sky130hd
export DESIGN_NAME = loop_adder
export DESIGN_NICKNAME = loop_adder
export VERILOG_FILES = /design/flow/design.v
export SDC_FILE = /design/flow/constraint.sdc
export NUM_CORES = 4
export LEC_CHECK = 1
export CORE_AREA = 10 10 70 70
export DIE_AREA = 0 0 80 80
export SYNTH_HDL_FRONTEND = slang
### ./constraint.sdc
current_design loop_adder

set clk_period 6.2
set clk_io_pct 0.2

create_clock -name clk0 -period $clk_period

set non_clock_inputs [all_inputs -no_clocks]
set_input_delay [expr $clk_period * $clk_io_pct] -clock clk0 $non_clock_inputs
set_output_delay [expr $clk_period * $clk_io_pct] -clock clk0 [all_outputs]
==> flow_summary_export.csv <==
group,metric,value,unit
synthesis,ys_cells,18,
final_timing,max_freq,0.168,GHz
route,drc_errors,0,
synthesis,ys_types,2,
global_routing,grt_max_degree,2,
pwr,irDropWorstVdd,0.0328,mV
setup_path,critPathSlowestCell,"fa_1",
synthesis,synthCells,18,
setup_path,crit_top_cell,"fa_2",
pwr,total_power,0.0448,mW
final_timing,rsz0062_at_grt,"false",
floorplanning,die_x,80,um
setup_path,worstSetupStartpointType,"input port",
floorplanning,die_h,80,um
final_timing,min_period,5.97,ns
route,viasPerCell,2.32,
final_timing,tns,0,ns
route,drt_iter0_drc,0,
synthesis,synth.area.top_cells,"fa_1 81%, inv_1 19%",
synthesis,synth.yosys.chip_area,198,sq um
final_layout,syn2layout_area_growth,167,%
final_layout,drive_above_1_share,27.3,%
synthesis,netlist_area,198,sq um
synthesis,top_cell,"inv_1",
setup_path,slowest_delay,0.41,ns
route,wire_per_inst,8.63,um
synthesis,yosysTopAreaCell,"fa_1",
final_timing,setup_viol,0,
place,hpwl,761,um
final_layout,stdcell_area,528,sq um
place,gp_congestion,0.809,
route,drt_first_pass_iters,1,
final_timing,hold_viol,0,
place,dpl.cell_count,90,
pwr,p_leak,0.208,nW
synthesis,avgSynthCellArea,11.0,sq um
setup_path,crit_fanout,1,
floorplanning,core,3420,sq um
final_layout,seq_cell_count,0,
place,post_dp_cell_area,515,sq um
global_routing,grt_pass1_wl,1.19,mm
final_timing,timing.final.ws_setup,0.232,ns
synthesis,yosys_warnings,0,
floorplanning,die-area,6400,sq um
final_layout,flop_area,0,sq um
floorplanning,boundaryPins,26,
flow_run,maxCapViolCount,0,
synthesis,ys_top_cells_by_count,"10 x inv_1, 8 x fa_1",
route,diodes,0,
global_routing,grt-ovfl-total,0,
global_routing,grt_usage,2.36,%
setup_path,critical_path_class,"input port to output port",
place,io_buffers,26,
pwr,pwr_density_cell,84.8,nW/um^2
final_timing,tightest_slew,0.111,ns
setup_path,required,4.96,ns
setup_path,arrival,4.73,ns
final_timing,drv_slew,0,
route,ant_nets,0,
synthesis,top_area_share,81.0,%
floorplanning,fp_util,5.79,%
setup_path,end_kind,"output port",
final_layout,fill_cells,388,
setup_path,path_cells,"dlygate4sd2_1 > inv_2 > fa_2 > inv_2 > fa_2 > fa_2 > fa_2 > fa_2 > fa_2 > fa_2 > inv_2 > fa_1 > inv_1 > dlygate4sd2_1",
final_timing,whs,3.36,ns
hold_path,min_path_type,"input port to output port",
flow_run,warnings,32,
final_layout,nClkBuffers,0,
clock_network,cts.repair.resized,16,
final_layout,final_util,15.5,%
place,place_worst_setup_slack,-0.281,ns
clock_network,cts_hold_buf,0,
final_layout,fin_cells,90,
global_routing,antenna_found_initial,0,
route,vias,209,
final_timing,post-route-period-util,96.3,%
clock_network,post_cts_buffers,0,
floorplanning,core.rowCount,21,
synthesis,synth_seq_share,0,%
final_layout,logic_area,178,sq um
final_timing,slew_headroom,92.6,%
route,totalWireLength,777,um
global_routing,grt_pass1_vias,268,
run_status,outcome,"complete, no violations",
[where the power goes]
group | switching (mW) | total [mW] | internal (mW)
Sequential | 0 | 0 | 0
Combinational | 0.0126 | 0.0448 | 0.0322
Clock | 0 | 0 | 0
Total | 0.0126 | 0.0448 | 0.0322
[cell families after synthesis]
logic type  share of synthesized area (%)
buf+inv                              19.0
fa+ha+maj                            81.0
[layout by cell type, fill, tap and decap left out, drive strengths merged]
master,Yosys,layout
dlygate4sd2,0,4
fa,8,8
clkdlybuf4s50,0,22
inv,10,10
[worst max-delay path: cells and delay by family]
kind / cells / cell delay (ns)
fa+ha+maj: 8 / 2.83
buf+inv: 6 / 0.65
[layer usage]
layer	wire, um	vias up	global-route usage, %
li1	-	96	-
met1	388	88	3.60
met2	198	25	2.89
met3	189	0	1.36
met4	0	0	0
met5	0	-	0
[path summary, 6_finish.rpt]
| check | from | end | slack, ns | cells after the start |
|---|---|---|---|---|
| min | b[7] | sum[7] | 3.36 | 5 |
| max | a[0] | sum[7] | 0.23 | 14 |
[layout make-up]
cell class                      count  area share [%]
Inverter                           10            7.11
Multi-Input combinational cell      8            33.6
Tap cell                           46            10.9
Timing Repair Buffer               26            48.3
Power figures rest on the tool's default switching activity, not on a simulated workload.
